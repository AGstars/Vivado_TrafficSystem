`/design/flow/design.v`:
```
`timescale  1ns/1ns
module  key_filter
#(
    parameter CNT_MAX = 20'd999_999  
)
(
    input   wire    sys_clk     ,    
    input   wire    sys_rst_n   ,    
    input   wire    key_in      ,    
    output  reg     key_flag         
);
reg     [19:0]  cnt_20ms    ;    
always@(posedge sys_clk or negedge sys_rst_n)
    if(sys_rst_n == 1'b0)
        cnt_20ms <= 20'b0;
    else    if(key_in == 1'b1)
        cnt_20ms <= 20'b0;
    else    if(cnt_20ms == CNT_MAX && key_in == 1'b0)
        cnt_20ms <= cnt_20ms;
    else
        cnt_20ms <= cnt_20ms + 1'b1;
always@(posedge sys_clk or negedge sys_rst_n)
    if(sys_rst_n == 1'b0)
        key_flag <= 1'b0;
    else    if(cnt_20ms == CNT_MAX - 1'b1)
        key_flag <= 1'b1;
    else
        key_flag <= 1'b0;
endmodule
```
`/design/flow/run.sh`:
```
#!/bin/bash
# OpenROAD 26Q1-2900-gdf79404cd8, Yosys 0.63+post, stock flow scripts
make -C /OpenROAD-flow-scripts/flow DESIGN_CONFIG=/design/flow/config.mk WORK_HOME=/design/flow/orfs finish
```
`/design/flow/config.mk`:
```
export PLATFORM = sky130hd
export DESIGN_NAME = key_filter
export DESIGN_NICKNAME = key_filter
export VERILOG_FILES = /design/flow/design.v
export SDC_FILE = /design/flow/constraint.sdc
export NUM_CORES = 4
export LEC_CHECK = 1
export CORE_AREA = 10 10 107 107
export DIE_AREA = 0 0 117 117
```
`/design/flow/constraint.sdc`:
```
current_design key_filter

set clk_period 3.2
set clk_io_pct 0.2

create_clock -name clk0 -period $clk_period [get_ports {sys_clk}]

set non_clock_inputs [all_inputs -no_clocks]
set_input_delay [expr $clk_period * $clk_io_pct] -clock clk0 $non_clock_inputs
set_output_delay [expr $clk_period * $clk_io_pct] -clock clk0 [all_outputs]
```
==> flow_metrics.env <==
# source this file to load flow results
export IMPL_clk_latency_ps=260
export IMPL_hold_viol=0
export IMPL_cp_required_ps=3360
export IMPL_synth_area_um2=1150
export IMPL_final_max_slew_viol_count=0
export IMPL_vias=833
export IMPL_grt_usage_pct=3.48
export IMPL_synth_distinct_cells=34
export IMPL_edf_count=0
export IMPL_critPathArrivalTime_ps=2130
export IMPL_wl_mm=2.18
export IMPL_min_delay_start="cnt_20ms[18]"
export IMPL_critical_path_endpoint="cnt_20ms[3]"
export IMPL_cts_tree="yes"
export IMPL_die_y_um=117
export IMPL_rsz0062_at_grt="no"
export IMPL_wl_per_cell_um=9.55
export IMPL_power_switching_w=0.0000987
export IMPL_critPathMaxFanout=8
export IMPL_hpwl_mm=1.49
export IMPL_power_frac_clock_pct=37.0
export IMPL_cts_reportedPaths_clkPinSlew_ps=70
export IMPL_cp_startpoint="cnt_20ms[12]"
export IMPL_yosys_area_top_type="dfrtp_1"
export IMPL_critPathSlowestCell="or4_4"
export IMPL_h_tree_depth=1
export IMPL_rrSetupSlack_ps=1240
export IMPL_antenna_found_initial=0
export IMPL_worst_slew_pin_slew_ps=777
export IMPL_warning_count=26
export IMPL_drive_gt1_share_pct=13.7
export IMPL_clock_fmax_mhz=510
export IMPL_use_met2_pct=4.80
export IMPL_syn_to_final_growth_pct=16.3
export IMPL_crit_cells=4
export IMPL_coreArea_um2=9200
export IMPL_leakage_nw=0.487
export IMPL_postSynthCellCount=114
export IMPL_grt_overflow_total=0
export IMPL_cp_num_buf_inv=0
export IMPL_yosys_area_um2=1150
export IMPL_cts_root_buf="clkbuf_8"
export IMPL_port_buffers=3
export IMPL_clock_sinks=21
export IMPL_drc_errors=0
export IMPL_cts_resized=0
export IMPL_hp_class="reg -> reg"
export IMPL_tns_ps=0
export IMPL_power_share_sequential_pct=58.9
export IMPL_initial_core_util_pct=12.6
export IMPL_skew_ps=3.06
export IMPL_r2r_start="cnt_20ms[12]"
export IMPL_ys_cells=114
export IMPL_status="complete, no violations"
export IMPL_yosys_stat_seqShare_pct=45.5
export IMPL_row_count=35
export IMPL_rr_endpoint="cnt_20ms[3]"
export IMPL_grt_met1_usage_pct=4.97
export IMPL_final_cell_mix="dfrtp_1, nand3_1, nor2_1"
export IMPL_setup_viol=0
export IMPL_intPower_w=0.000364
export IMPL_yosysTopAreaCellShare_pct=45.5
export IMPL_p_sw_share_pct=21.3
export IMPL_mostFrequentLayoutCell="dfrtp_1"
export IMPL_diodes=0
export IMPL_critPathKind="reg -> reg"
export IMPL_ys_warn_count=1
export IMPL_finalCriticalPeriod_ps=1960
export IMPL_grt_start_max_net_pins=22
export IMPL_cts_hold_buf=0
export IMPL_final_cell_count_no_fill=228
export IMPL_drtIter0Drc=39
export IMPL_r2r_cells=4
export IMPL_postCtsSetupBuffers=0
export IMPL_dominantRegCellSynth="dfrtp_1"
export IMPL_vdd_drop_max_mv=0.139
export IMPL_endpoint_kind="flip-flop"
export IMPL_grt_pass1_wl_mm=3.84
export IMPL_period_used_pct=61.3
export IMPL_power_per_cell_area_nw_per_um2=345
export IMPL_die_x_um=117
export IMPL_routed_via_density=3.65
export IMPL_p_comb_share_pct=4.1
export IMPL_cts_made_buffers=3
export IMPL_relSlewSlack_pct=48.1
export IMPL_gp_congestion=0.766
export IMPL_busiest_layer="met1"
export IMPL_critPathMaxStageDelay_ps=560
export IMPL_async_flop_share_pct=100
export IMPL_crit_chain="or4_4 -> nor4_4 -> nand2_2 -> a211oi_2"
export IMPL_holdWs_ps=559
export IMPL_ant_nets=0
export IMPL_cts_buffer_depth=2
export IMPL_grt_pass1_vias=776
export IMPL_fill_cells=1032
export IMPL_path_delay_family="simple AND/OR/NAND/NOR gates"
export IMPL_synth_area_per_cell_um2=10.1
export IMPL_top_cells_by_area="dfrtp_1, nand3_1, a21oi_1"
export IMPL_place_inst=224
export IMPL_met3_usage_pct=1.50
export IMPL_die_area_um2=13700
export IMPL_io_pins=4
export IMPL_cap_violations=0
export IMPL_synth_seq_cells=21
export IMPL_cp_start_kind="flip-flop"
export IMPL_drtPass1Iterations=4
==> worst min-delay path by stage <==
stage / slack (ps) / end / cells past startpoint
6_report: 560 / cnt_20ms[18] / 2
5_1_grt: 590 / cnt_20ms[18] / 2
4_1_cts: 560 / cnt_20ms[18] / 2
==> sequential cells by signal, summed over array words and instances (netlist names) <==
name,flops
cnt_20ms,20
key_flag,1
==> power by group through the flow <==
stage | Sequential [W] | Clock [W] | Combinational [W]
5_1_grt | 0.000273 | 0.000195 | 0.0000221
6_report | 0.000273 | 0.000171 | 0.0000190
4_1_cts | 0.000272 | 0.000178 | 0.0000198
==> kinds of logic (layout without fill, tap and decap cells) <==
kind of cell	count (synthesis)	in the layout	synth area share (%)
AND-OR/OR-AND	24	24	13.8
XOR/XNOR	8	8	6.07
adder cells (fa/ha/maj)	2	2	2.17
buffers and inverters	6	9	3.25
flip-flops	21	21	45.5
AND/OR/NAND/NOR	53	53	29.3
==> through the flow <==
stage                     cell area [um^2]  total power, W  utilization, %  setup slack [ps]
after floorplan                       1150        0.000287               -              1440
after global placement                1300        0.000297            14.1              1180
after detailed placement              1300        0.000297            14.1              1170
after CTS                             1340        0.000470            14.6              1240
after global routing                  1340        0.000490            14.6              1120
final                                 1340        0.000463            14.6              1240
==> worst reg2reg max path: cells and delay by family (launching register included) <==
family | cells | cell delay [ps]
AND/OR/NAND/NOR | 3 | 1230
flip-flops | 1 | 410
AND-OR/OR-AND | 1 | 230
==> metal layers <==
layer  share of wire (%)  vias to the layer above
met5                   0                        -
met4                   0                        0
met3                 5.6                        0
met2                  42                       10
met1                  52                      393
li1                    -                      430
==> Yosys cell counts, drive strengths merged (2+ instances only) <==
cell,instances
dfrtp,21
or4,4
xnor2,4
and3,5
and4,4
a211oi,2
a21oi,9
ha,2
or3,3
xor2,4
buf,3
nand2,7
nand3,10
nor3,2
nor4,2
a21o,2
nor2,10
o21ai,3
o31ai,3
o21bai,2
nand4,4
a31oi,3
==> area by class of cell <==
type	instances	area [um^2]	area share, %
multi-input combinational	87	592	44.1
clock buffer	4	45.0	3.36
timing repair buffer	4	37.5	2.80
inverter	1	3.75	0.280
sequential	21	526	39.1
tap	111	139	10.3
Power figures rest on the tool's default switching activity, not on a simulated workload.
